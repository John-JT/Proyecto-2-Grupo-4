$ cat /design/flow/config.mk
export PLATFORM = sky130hd
export DESIGN_NAME = debounce
export DESIGN_NICKNAME = debounce
export VERILOG_FILES = /design/flow/design.v
export SDC_FILE = /design/flow/constraint.sdc
export NUM_CORES = 4
export LEC_CHECK = 1
export CORE_UTILIZATION = 30
$ cat /design/flow/run.sh
#!/bin/bash
# OpenROAD 26Q1-2900-gdf79404cd8, Yosys 0.63+post, stock flow scripts
make -C /OpenROAD-flow-scripts/flow DESIGN_CONFIG=/design/flow/config.mk WORK_HOME=/design/flow/orfs finish
$ cat /design/flow/constraint.sdc
current_design debounce

set clk_period 3.9
set clk_io_pct 0.2

create_clock -name clk0 -period $clk_period [get_ports {reloj}]

set non_clock_inputs [all_inputs -no_clocks]
set_input_delay [expr $clk_period * $clk_io_pct] -clock clk0 $non_clock_inputs
set_output_delay [expr $clk_period * $clk_io_pct] -clock clk0 [all_outputs]
$ cat /design/flow/design.v
module debounce
   (
    input wire reloj, resetM,
    input wire sw,
    output wire sw_o
   );
   localparam  [1:0]
               zero  = 2'b00,
               wait0 = 2'b01,
               one   = 2'b10,
               wait1 = 2'b11;
   localparam N=22;
   reg [N-1:0] q_reg, q_next;
   reg [1:0] state_reg, state_next;
   reg db_tick;
   reg db_level;
    always @(posedge reloj, posedge resetM)
       if (resetM)
          begin
             state_reg <= zero;
             q_reg <= 0;
          end
       else
          begin
             state_reg <= state_next;
             q_reg <= q_next;
          end
   always @*
   begin
      state_next = state_reg;    
      q_next = q_reg;            
      db_tick = 1'b0;            
      case (state_reg)
         zero:
            begin
            db_level = 1'b0;
               if (sw)
                  begin
                     state_next = wait1;
                     q_next = {N{1'b1}};  
                  end
            end
         wait1:
            begin
            db_level = 1'b0;
               if (sw)
                  begin
                     q_next = q_reg - 1;
                     if (q_next==0)
                        begin
                           state_next = one;
                           db_tick = 1'b1;
                        end
                  end
               else  
                  state_next = zero;
            end
         one:
            begin
           db_level = 1'b1;
               if (~sw)
                  begin
                     state_next = wait0;
                     q_next = {N{1'b1}};  
                  end
            end
         wait0:
            begin
            db_level = 1'b1;
               if (~sw)
                  begin
                     q_next = q_reg - 1;
                     if (q_next==0)
                        state_next = zero;
                  end
               else  
                  state_next = one;
            end
         default: state_next = zero;
      endcase
   end
	assign sw_o = db_level;
endmodule
==> qor.csv <==
metric,value,unit
worst_pin_slew,0.607,ns
drt_pass1_iterations,4,
edf_count,0,
drt_wl_total,3.09,mm
fill_cells,523,
power_density,293,mW/mm²
grt_usage,13.1,%
cts_sinks,26,
drt_iter0_drc,90,
fp.dieH,73.2,µm
path_cells,inv_1 > ha_1 > or3b_1 > nor3_1 > nand2_1 > xnor2_1 > or4_4 > o41a_1,
grt_pass1_vias,1075,
power.total,0.000488,W
tritoncts,done,
ys_seq_share,42.8,%
clk_latency,0.27,ns
drive_gt1_share,10.5,%
setup_tns,0,ns
cts.repair.resized,0,
coreArea,0.00482,mm²
finalCriticalPeriod,2.98,ns
die_area,0.00536,mm²
core.rowCount,25,
gr-total-overflow,0,
syn_area,0.00152,mm²
ys_area,0.00152,mm²
cts_inserted_buffers,3,
via_per_inst,5.13,
crit_path_top_delay_cell,or4_4,
async_flop_share,100,%
maxCapViolCount,0,
final_area,0.00167,mm²
fmax,335,MHz
warnings,26,
area_leaders,"dfrtp_1, a21oi_1, nor2_1, o21ai_0, xnor2_1",
globalplace.congestion,0.826,
hold_viol,0,
die_width,73.2,µm
netlist_instances,169,
vias,1221,
postCtsSetupRepairBufs,0,
ir_drop,178,µV
ff_type,dfrtp_1,
period_used_share,76.5,%
crit_path_end_kind,flip-flop,
cts_root_buf,clkbuf_8,
n_antenna_cell,0,
numSynthFlops,26,
path_class,reg2reg,
cts_buffer_depth,2,
r2r_slack,0.92,ns
maxSlewHeadroom,59.1,%
placed_area,0.00162,mm²
drtAntennaViolNets,0,
antenna_found_initial,0,
portBuffers,3,
top_area_cell,dfrtp_1,
htreeDepth,1,
dp_cells,234,
netlist.area_leader.share,41.1,%
path_clk_slew,0.09,ns
combGateArea,813,µm²
seq_area,652,µm²
syn_to_final_growth,9.37,%
critical_path_required,4.05,ns
post_drt_wl_per_cell,13.0,µm
finalSetupViolCount,0,
dp_hpwl,2.11,mm
initCoreUtil,31.6,%
arrival,3.14,ns
ys_cells,169,
io-pin-count,4,
fin_cells,238,
grt_pass1_wl,5.31,mm
ys_types,42,
grt_max_degree,27,
rsz0062_at_grt,no,
yosys_warnings,1,
status,completed,
p_leak,0.510,nW
wl_met1,1.66,mm
drc,0,
startpoint_type,flip-flop,
slew_viol_final,0,
critPathMaxFanout,7,
ctsHoldBuffers,0,
post_synth.cell_area_avg,9.01,µm²
wl_met3,84,µm
fin_worst_skew,0.00265,ns
highest_layer,met4,
largest_register_ffs,22,
holdWs,0.521,ns
hp-class,reg2reg,
slowest_delay,0.55,ns
route.met2.wl,1.34,mm
[worst max-delay path, delay by kind of cell, from the launching register on]
family	cells	cell delay, ns
DFF	1	0.47
and+or+nand+nor	4	1.60
xor gates and xnor gates	1	0.16
AOI/OAI and AO/OA	1	0.32
buffers and inverters	1	0.09
adders and majority gates	1	0.23
[synthesized netlist by cell type (all sizes together), types with 2 or more instances]
master / count
dfrtp: 25
o41ai: 3
nand3: 3
or3b: 2
clkbuf: 5
buf: 3
nor3: 7
a21oi: 21
or3: 3
xor2: 5
o41a: 2
a31oi: 4
ha: 2
o21a: 2
or4: 4
inv: 5
nand2: 14
nand4: 2
nor2: 24
nor4: 4
xnor2: 6
o21ai: 11
[final timing paths]
check	startpoint	end	cells past startpoint
max in group asynchronous	resetM	state_reg[0]$_DFF_PP1_	3
min in group asynchronous	resetM	q_reg[14]$_DFFE_PP0P_	3
worst max register to register	q_reg[0]$_DFFE_PP0P_	state_reg[3]$_DFF_PP0_	8
worst max-delay path	q_reg[0]$_DFFE_PP0P_	state_reg[3]$_DFF_PP0_	8
worst min-delay path	state_reg[1]$_DFF_PP0_	state_reg[2]$_DFF_PP0_	1
worst min register to register	state_reg[1]$_DFF_PP0_	state_reg[2]$_DFF_PP0_	1
[final cells by class]
class | instances | share of cell area, %
multi-input cells | 130 | 48.8
flip-flops and latches | 26 | 39.1
well taps | 67 | 5.03
repair buffers | 6 | 3.16
clock buffers | 4 | 2.70
inverters | 5 | 1.13
[report_power, final]
part | total [W] | internal [W] | switching (W) | leakage, nW
Sequential | 0.000285 | 0.000276 | 0.00000948 | 0.246
Combinational | 0.0000485 | 0.0000161 | 0.0000324 | 0.241
Clock | 0.000155 | 0.0000731 | 0.0000816 | 0.0228
[kinds of logic after synthesis]
logic type	after synthesis	synth area share [%]
AND-OR/OR-AND	48	20.5
XOR/XNOR	11	6.33
adder cells (fa/ha/maj)	2	1.64
buffers and inverters	13	3.78
flip-flops	26	42.8
multiplexers	1	0.739
AND/OR/NAND/NOR	68	24.2
[routing by layer]
| layer | global-route usage (%) | vias to the layer above |
|---|---|---|
| met2 | 18.6 | 12 |
| met3 | 2.80 | 2 |
| met4 | 1.09 | 0 |
| met5 | 0 | - |
| li1 | - | 620 |
| met1 | 21.6 | 587 |
[per-stage QoR]
step / util [%] / worst slack [ns]
global route: 34.6 / 0.672
finish: 34.6 / 0.918
detailed placement: 33.6 / 0.864
floorplan: - / 1.18
global placement: 33.6 / 0.874
CTS: 34.6 / 0.911
[layout by cell type (no fill, tap or decap), types with 2 or more instances in the layout]
cell,n
o41a_1,2
o41ai_2,2
a31oi_1,4
nand3_1,3
ha_1,2
or4_4,2
dfrtp_1,25
inv_1,5
o21a_1,2
a21oi_1,20
or4_1,2
or3_1,3
nor3_1,6
clkdlybuf4s50_1,3
nor4_1,3
nand2_1,13
buf_4,3
xnor2_1,6
xor2_1,5
nand4_1,2
nor2_1,24
o21ai_0,11
clkbuf_8,3
Power is estimated from default activity; no workload was simulated.
